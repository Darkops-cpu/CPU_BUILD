File: config.mk
export PLATFORM = sky130hd
export DESIGN_NAME = RAM64
export DESIGN_NICKNAME = RAM64
export VERILOG_FILES = /design/flow/design.v
export SDC_FILE = /design/flow/constraint.sdc
export NUM_CORES = 4
export LEC_CHECK = 1
export CORE_UTILIZATION = 50
File: constraint.sdc
current_design RAM64

set clk_period 28.0
set clk_io_pct 0.2

create_clock -name clk0 -period $clk_period [get_ports {clk}]

set non_clock_inputs [all_inputs -no_clocks]
set_input_delay [expr $clk_period * $clk_io_pct] -clock clk0 $non_clock_inputs
set_output_delay [expr $clk_period * $clk_io_pct] -clock clk0 [all_outputs]
File: design.v
module RAM64 (
    input [15:0] in,
    input [5:0] sel,
    input load,
    input clk,
    output reg [15:0] out
);
    reg [15:0] mem [63:0];
    always @(posedge clk) begin
        if (load == 1)begin
            mem[sel] <= in;
        end
    end
    always @(*) begin
        out = mem[sel];
    end
endmodule
File: run.sh
#!/bin/bash
# OpenROAD 26Q1-2900-gdf79404cd8, Yosys 0.63+post, stock flow scripts
make -C /OpenROAD-flow-scripts/flow DESIGN_CONFIG=/design/flow/config.mk WORK_HOME=/design/flow/orfs finish
==> run_results.csv <==
group,metric,value,unit
floorplan,fp.dieH,282,um
drt,dr.first_iter.drc_count,1623,
power,p_leak,14.1,nW
clock_network,hold_buffers,0,
final_timing,period_used_share,55.0,%
final_timing,setup_viol,0,
power,power_density,71.8,nW/um2
logic_synthesis,yosys_area,39200,um2
floorplan,fp_util,50.6,%
final_timing,finalCriticalPeriod,15390,ps
logic_synthesis,postSynthAreaPerCell,17.4,um2
logic_synthesis,ys_seq_share,78.5,%
drt,dr.pass1.iters,6,
critical_path,crit_arrival,9790,ps
global_routing,grtUsageTotal,30.3,%
logic_synthesis,edf_count,1024,
floorplan,die_area,79400,um2
clock_network,cts.sinks,1024,
logic_synthesis,top_cell,"edfxtp_1",
drt,vias,21800,
logic_synthesis,yosysWarnings,1,
global_routing,grt_overflow,0,
floorplan,core,77500,um2
global_routing,grt_max_degree,94,
clock_network,ctsHtreeMaxLevel,3,
logic_synthesis,yosys-top-cells-count,"edfxtp_1, a22oi_1, nor2_1",
critical_path,critPathKind,"in -> out",
critical_path,worstPathMaxFanout,93,
critical_path,endpoint_kind,"output pin",
drt,wl,106,mm
placed_design,dp_cells,3293,
flow_run,tool_warnings,26,
final_timing,rsz0062_at_grt,"false",
clock_network,tritoncts,"built",
logic_synthesis,ys_cells,2248,
clock_network,cts_root_buf,"clkbuf_16",
hold_path,worst_hold_path_type,"in -> reg",
status,status,"finished, final reports clean",
drt,drc,0,
placed_design,hpwl,62.6,mm
placed_design,portBuffers,39,
logic_synthesis,synth_top_cell_by_area,"edfxtp_1",
floorplan,io_pins,40,
logic_synthesis,ff_type,"edfxtp_1",
global_routing,antenna_found_initial,1,
logic_synthesis,async_flop_share,0,%
logic_synthesis,synth_cell_types,54,
logic_synthesis,syn_area,39200,um2
final_timing,fin_tns_setup,0,ps
final_timing,drv_slew,0,
final_timing,hold_viol_final,0,
clock_network,cts_buffers,102,
logic_synthesis,ys_ff,1024,
final_layout,syn_to_final_growth,12.8,%
drt,drtAntennaViolNets,0,
final_layout,top_regs,"mem: 1024 flops",
flow_run,max_cap_violations,0,
critical_path,worstPathRequired,22400,ps
final_layout,fin_cells,3474,
power,peakVddDrop,0.0545,mV
clock_network,post_cts_buffers,0,
clock_network,cts_buffer_depth,3,
floorplan,dieWidth,282,um
drt,post_drt_via_cell_ratio,6.27,
final_timing,fmax,65.0,MHz
clock_network,post_cts_resized,0,
drt,wire_per_inst,30.5,um
global_routing,grt_pass1_wl,152,mm
final_timing,slew_headroom,26.4,%
final_layout,largest_reg_flops,1024,
final_layout,drive_above_1_share,13.4,%
logic_synthesis,topCellsByArea,"edfxtp_1, mux2i_1, a22oi_1, a221oi_1, nor2_1",
final_layout,regMostFlops,"mem",
logic_synthesis,synthCells,2248,
floorplan,rows,102,
critical_path,worst_setup_path_start_kind,"primary input",
final_timing,tightest_slew,1100,ps
placed_design,gp_congestion,0.957,
global_routing,first_global_vias,22600,
clock_network,clk_pin_slew_worst_paths,60,ps
logic_synthesis,yosys.area.top_type_share,78.5,%
-- final timing paths --
| kind | start | to | slack, ps | depth (start not counted) |
|---|---|---|---|---|
| max | sel[2] | out[12] | 12610 | 10 |
| min | in[1] | mem[8][1]$_DFFE_PP_ | 5410 | 1 |
-- cells in the final DEF (no fill, tap or decap), drive strengths merged, types with 21 or more instances in the layout --
master	Yosys	layout
a221oi	107	107
mux2i	154	154
nand2	41	41
o22ai	58	58
buf	100	147
o22a	27	27
clkbuf	62	128
clkinv	0	40
o21ai	33	33
edfxtp	1024	1024
a31oi	23	23
a22o	21	21
a22oi	196	196
a21oi	74	74
nor2	160	160
-- through the flow --
step                util [%]  hold slack (ps)  setup slack (ps)  power [W]  area (um2)
global route            57.0             5420             12500    0.00326       44200
detailed placement      52.9             6080             12650    0.00191       41000
floorplan                  -             5700             15270    0.00182       39200
finish                  57.0             5410             12610    0.00317       44200
global placement        52.9             6080             12660    0.00191       41000
CTS                     57.0             5370             12650    0.00319       44200
-- layout make-up --
cell class	instances	area [um2]
fillers	5655	33300
flip-flops and latches	1024	30700
multi-input cells	1060	7650
clock buffers	128	2740
well taps	1040	1300
repair buffers	167	1290
clock inverters	52	424
inverters	2	7.51
diodes	1	2.50
-- logic make-up after synthesis --
group                  after synthesis  synth area share, %
muxes                              178                 4.80
DFF                               1024                 78.5
buffers and inverters              164                 2.10
and+or+nand+nor                    265                 2.96
AOI/OAI and AO/OA                  617                 11.6
-- worst max-delay path, cell delays in order --
cell and delay [ps]:
buf_8 390, buf_12 510, inv_2 330, buf_4 370, a21oi_1 170, a211oi_1 70
a311oi_1 860, o221ai_1 340, or4_1 590, clkdlybuf4s50_1 470
-- where the power goes --
group / internal, W / total (W) / leakage [nW] / switching (W)
clock network: 0.000743 / 0.00129 / 1.55 / 0.000548
logic: 0.0000507 / 0.000178 / 3.37 / 0.000127
registers: 0.00170 / 0.00170 / 9.21 / 0.00000227
-- metal layers --
metal,wire (um),track usage [%],up-vias
li1,-,-,9533
met1,35700,41.0,10700
met2,48500,42.4,1372
met3,18100,21.8,157
met4,3340,7.11,4
met5,185,1.83,-
Power figures rest on the tool's default switching activity, not on a simulated workload.
