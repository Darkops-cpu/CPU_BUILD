**run.sh**
```bash
#!/bin/bash
# OpenROAD 26Q1-2900-gdf79404cd8, Yosys 0.63+post, stock flow scripts
make -C /OpenROAD-flow-scripts/flow DESIGN_CONFIG=/design/flow/config.mk WORK_HOME=/design/flow/orfs finish
```
**config.mk**
```make
export PLATFORM = sky130hd
export DESIGN_NAME = RAM512
export DESIGN_NICKNAME = RAM512
export VERILOG_FILES = /design/flow/design.v
export SDC_FILE = /design/flow/constraint.sdc
export NUM_CORES = 4
export LEC_CHECK = 1
export CORE_UTILIZATION = 30
export SYNTH_MEMORY_MAX_BITS = 65536
```
**constraint.sdc**
```tcl
current_design RAM512

set clk_period 38.1
set clk_io_pct 0.2

create_clock -name clk0 -period $clk_period [get_ports {clk}]

set non_clock_inputs [all_inputs -no_clocks]
set_input_delay [expr $clk_period * $clk_io_pct] -clock clk0 $non_clock_inputs
set_output_delay [expr $clk_period * $clk_io_pct] -clock clk0 [all_outputs]
```
**design.v**
```verilog
module RAM512(
    input [15:0] in,
    input load, clk, 
    input [8:0] sel, 
    output reg [15:0] out
);
reg [15:0] mem [511:0];
always @(posedge clk) begin
        if (load == 1)begin
            mem[sel] <= in;
        end
    end
always @(*) begin
    out = mem[sel];
end
endmodule
```
==> impl_metrics.csv <==
group,metric,value,unit
clock_tree,clkTransAtPathRegs,60,ps
power,power_frac_comb,4.8,%
logic_synthesis,edf_count,8192,
sta,finalHoldViolations,0,
logic_synthesis,yosys_warnings,1,
floorplanning,pin_count,43,
global_routing,antenna_found_initial,90,
clock_tree,cts_tree,"built",
floorplanning,initial_core_util,30.1,%
route,ant_nets,0,
power,pwr-share-seq,54.4,%
power,p_per_area,50.4,nW/um2
logic_synthesis,largest_area_cell,"edfxtp_1",
global_routing,grt_start_max_net_pins,129,
sta,setup_violations,0,
route,drt_iter0_drc,10500,
power,netSwitchingFraction,21.9,%
logic_synthesis,top_cell,"edfxtp_1",
power,power_frac_clock,40.8,%
clock_tree,cts_buffer_depth,4,
logic_synthesis,flop_cell,"edfxtp_1",
sta,relSlewSlack,8.24,%
route,wl,948000,um
worst_setup_path,crit_fanout,33,
route,routed-via-count,158000,
logic_synthesis,synth_seq_share,78.4,%
clock_tree,postCtsSetupRepairBufs,0,
logic_synthesis,async_reset_ff_share,0,%
floorplanning,rows,375,
logic_synthesis,yosys-top-cells-area,"edfxtp_1 78%, mux4_2 10%, mux2i_1 4.3%",
sta,slew_viol_final,0,
clock_tree,htreeDepth,6,
logic_synthesis,ys_top_cells_by_count,"8192 x edfxtp_1, 1404 x mux4_2, 1346 x mux2i_1",
placed_design,gp_congestion,0.932,
logic_synthesis,ys.flops,8192,
logic_synthesis,ys_cells,14800,
floorplanning,die_h,1020,um
power,power.leakage,114,nW
finish,area_growth,15.3,%
worst_setup_path,crit_arrival,16970,ps
finish,reg.largest.list,"mem: 8192 flops",
sta,min_period,24590,ps
logic_synthesis,synth_area,314000,um2
logic_synthesis,syn_area_per_cell,21.2,um2
global_routing,grt_pass1_vias,170000,
status,status,"complete, no violations",
logic_synthesis,netlist_instances,14800,
worst_setup_path,crit_type,"in -> out",
sta,rsz0062_at_grt,"false",
finish,drive_gt1_share,23.4,%
sta,fmax,40.7,MHz
placed_design,dpl_cell_area,337000,um2
global_routing,grt_pass1_wl,1310000,um
placed_design,hpwlAfterDp,591000,um
clock_tree,hold_buffers,0,
placed_design,port_buffers,42,
power,p_int,14.3,mW
logic_synthesis,synth_cell_types,70,
clock_tree,clock-sinks,8192,
clock_tree,post_cts_resize_count,0,
sta,period_used_share,64.6,%
global_routing,overflow,0,
sta,setup_tns,0,ps
worst_setup_path,critPathRequiredTime,30480,ps
finish,regMostFlops,"mem",
sta,max_slew.worst_pin.slew,1370,ps
finish,largest_reg_flops,8192,
floorplanning,die-width,1020,um
route,vias_per_cell,5.16,
floorplanning,core_area,1040000,um2
run,drv_cap,0,
worst_setup_path,crit_path_start_kind,"input port",
power,switchingPower,3.99,mW
floorplanning,dieArea,1050000,um2
logic_synthesis,top_cell_area_share,78.4,%
worst_setup_path,cp-end-kind,"output port",
power,ir_drop,0.0404,mV
route,wire_per_inst,30.9,um
logic_synthesis,ys_chip_area,314000,um2
finish,final_area,362000,um2
clock_tree,cts-root-buf,"clkbuf_16",
global_routing,grt_usage,19.1,%
route,dr.pass1.iters,7,
clock_tree,cts_made_buffers,780,
route,drc,0,
hold_path,hp-class,"in -> reg",
run,warnings,57,
[per-stage QoR]
step                      hold slack (ps)  power [mW]  utilization, %  cells  setup slack [ps]
after floorplan                      7720        10.5               -  14800             20450
after global placement               8050        11.0            32.3  29100             13250
after detailed placement             8050        11.0            32.3  29100             13320
after CTS                            6730        18.3            34.7  30600             13320
after global routing                 6770        18.7            34.7  30600             13140
final                                6780        18.2            34.7  30700             13510
[worst paths after layout]
| path | start | end | slack [ps] | cells after the start |
|---|---|---|---|---|
| max | sel[0] | out[3] | 13510 | 16 |
| min | in[11] | mem[240][11] | 6780 | 1 |
[layer usage]
metal  GRT usage, %  part of all wire [%]  vias up
li1               -                     -    64900
met1           18.7                    29    80000
met2           27.2                    44    11200
met3           18.0                    21     1969
met4           7.95                   5.3      126
met5           3.10                  0.46        -
[power groups by stage]
stage	clock network [mW]	logic (mW)	registers, mW
finish	7.45	0.867	9.93
global route	7.87	0.912	9.92
CTS	7.55	0.864	9.92
[cells in the final DEF (no fill, tap or decap), types with 119 or more instances in the layout]
cell | netlist | final
buf_4 | 159 | 1190
diode_2 | 0 | 133
nand2_1 | 244 | 243
edfxtp_1 | 8192 | 8192
a31oi_1 | 127 | 119
o22ai_1 | 398 | 398
clkbuf_1 | 314 | 193
a21oi_1 | 196 | 195
mux2i_1 | 1346 | 1346
clkbuf_16 | 0 | 784
a22oi_1 | 358 | 358
mux4_2 | 1404 | 1404
clkinv_1 | 2 | 188
clkinv_2 | 0 | 139
nor2_1 | 586 | 484
a221oi_1 | 209 | 209
[worst max-delay path, stage by stage]
cell             delay (ps)
buf_16                  260
buf_4                   550
buf_4                   640
buf_4                   630
buf_4                   490
buf_4                   570
buf_4                   680
buf_4                   580
mux4_2                  570
a22oi_1                 840
o211ai_1                400
or4_1                   690
a221oi_1                690
buf_4                   240
nand4_1                 660
clkdlybuf4s50_1         650
[logic make-up after synthesis]
| kind of cell | after synthesis | synth area share, % |
|---|---|---|
| simple gates | 1362 | 2.09 |
| compound gates | 1614 | 3.56 |
| flops | 8192 | 78.4 |
| mux | 2764 | 14.4 |
| buf+inv | 889 | 1.58 |
[cell type report]
| type | instances | area (um2) |
|---|---|---|
| diodes | 133 | 333 |
| clock buffers | 977 | 20300 |
| clock inverters | 438 | 4080 |
| fillers | 94900 | 681000 |
| inverters | 5 | 26.3 |
| multi-input cells | 5740 | 63900 |
| flip-flops and latches | 8192 | 246000 |
| well taps | 13900 | 17500 |
| repair buffers | 1252 | 9850 |
Power figures rest on the tool's default switching activity, not on a simulated workload.
